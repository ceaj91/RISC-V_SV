==> flow/design.v <==
`timescale 1ns / 1ps
module dmem(
    input logic clk,we,
    input logic [31:0]a, wd, 
    output logic [31:0]rd
    );
    logic [31:0] RAM[63:0];
    assign rd = RAM[a[31:2]];
    always_ff @(posedge clk)
        if(we) RAM[a[31:2]] <= wd;
endmodule
==> flow/run.sh <==
#!/bin/bash
# OpenROAD 26Q1-2900-gdf79404cd8, Yosys 0.63+post, stock flow scripts
make -C /OpenROAD-flow-scripts/flow DESIGN_CONFIG=/design/flow/config.mk WORK_HOME=/design/flow/orfs finish
==> flow/config.mk <==
export PLATFORM = sky130hd
export DESIGN_NAME = dmem
export DESIGN_NICKNAME = dmem
export VERILOG_FILES = /design/flow/design.v
export SDC_FILE = /design/flow/constraint.sdc
export NUM_CORES = 4
export LEC_CHECK = 1
export CORE_UTILIZATION = 40
==> flow/constraint.sdc <==
current_design dmem

set clk_period 53.6
set clk_io_pct 0.2

create_clock -name clk0 -period $clk_period [get_ports {clk}]

set non_clock_inputs [all_inputs -no_clocks]
set_input_delay [expr $clk_period * $clk_io_pct] -clock clk0 $non_clock_inputs
set_output_delay [expr $clk_period * $clk_io_pct] -clock clk0 [all_outputs]
==> impl_metrics.ini <==
; flow metrics
[setup_path]
worst_path_max_delay_cell = buf_4
crit_type = in2out
path_max_fanout = 74
path_cells = buf_8, buf_4, buf_4, buf_4, inv_1, buf_4, nor2_2, buf_4, a22oi_1, a31oi_1, a2111oi_2, buf_4, nand3_1, clkdlybuf4s50_1
cpMostUsedCell = buf_4
arrival_ps = 16490
required_ps = 42880
critPathCaptureType = output pin
start_kind = input port
critPathMaxStageDelay_ps = 680

[sta]
hold_ws_ps = 10380
slew_viol_final = 0
tns_ps = 0
max_slew.worst_pin.slew_ps = 974
max_freq_mhz = 36.8
finalCriticalPeriod_ps = 27210
rsz0062_at_grt = false
setup_viol = 0
fin_crit_sh_pct = 50.8
relSlewSlack_pct = 34.9
hold_viol_final = 0
finalWorstSetupSlack_ps = 26390

[cells_and_area]
syn_to_final_growth_pct = 13.9
final_cells = 7084
n_fill_cell = 16000
flop_area_um2 = 61500
largest_register_ffs = 2048
drive_above_1_share_pct = 18.5
post-route-util_pct = 45.8
comb_area_um2 = 16100

[placement]
dp_cells = 6716
dpl_worst_slack_ps = 26400
gp_congestion = 0.880
hpwl_mm = 114
io_buffers = 71

[floorplanning]
core-area_um2 = 195000
row_count = 162
die_x_um = 444
die_y_um = 444
initCoreUtil_pct = 40.2
die_area_um2 = 197000
io_pins = 98

[clocking]
clkTransAtPathRegs_ps = 60
cts_max_level = 4
cts_root_buf = clkbuf_16
clk_path_buf_depth = 3
cts_buffers = 200
cts.sinks = 2048
cts_resized = 0
cts_setup_buffers = 0
cts_hold_buf = 0
cts_tree = built

[detailed_routing]
drt_first_pass_iters = 6
drt_iter0_drc = 2785
drc = 0
vias = 41600
viasPerCell = 5.87
ant_nets = 0
finalWirelength_mm = 208
wire_per_inst_um = 29.4

[yosys]
edf_count = 2048
syn-cell-area_um2 = 78300
flop_cell = edfxtp_1
syn_inst = 4207
synthTopCellsByArea = edfxtp_1, mux2i_1, mux4_2
ys_types = 55
yosysTopAreaCell = edfxtp_1
synth_flops = 2048
postSynthSeqShare_pct = 78.6
yosys-stat-area_um2 = 78300
yosysTopAreaCellShare_pct = 78.6
yosysWarnings = 1
async_reset_ff_share_pct = 0
syn_avg_cell_area_um2 = 18.6
yosysCellCount = 4207

[run]
cap_violations = 0
openroad.warnings = 52

[global_route]
grt_max_degree = 89
grt_use_total_pct = 23.1
antenna_found_initial = 2
grt_pass1_vias = 43500
grt_pass1_wl_mm = 300
grt_overflow = 0

[run_status]
status = completed

[pwr]
leakage_nw = 28.3
vdd_drop_max_uv = 34.0
power.density_nw_per_um2 = 37.2

[hold_path]
holdCritPathClass = in2reg
report_power, final:
| part | internal (mW) | switching, mW | total, mW |
|---|---|---|---|
| clock network | 0.776 | 0.590 | 1.37 |
| logic | 0.0563 | 0.119 | 0.175 |
| registers | 1.77 | 0.00215 | 1.78 |
final timing paths:
| check | start | endpoint | cells past startpoint |
|---|---|---|---|
| min | wd[21] | RAM[4][21]$_DFFE_PP_ | 1 |
| max | a[4] | rd[6] | 14 |
kinds of logic (layout without fill, tap and decap cells):
| logic type | Yosys count | in the layout | share of synthesized area (%) |
|---|---|---|---|
| flip-flops | 2048 | 2048 | 78.6 |
| other | 0 | 4 | 0 |
| AND-OR/OR-AND | 933 | 933 | 8.73 |
| multiplexers | 502 | 502 | 8.19 |
| AND/OR/NAND/NOR | 424 | 424 | 2.83 |
| buffers and inverters | 300 | 631 | 1.70 |
worst max-delay path, delay by kind of cell:
| kind | cells | cell delay [ps] |
|---|---|---|
| AND/OR/NAND/NOR | 2 | 490 |
| AND-OR/OR-AND | 3 | 690 |
| buffers and inverters | 9 | 4390 |
final cells by class:
class | instances | share of cell area (%)
Multi-Input combinational cell | 1859 | 18.0
Clock buffer | 252 | 5.93
Sequential cell | 2048 | 69.0
Timing Repair Buffer | 265 | 2.28
Clock inverter | 112 | 1.21
Antenna cell | 4 | 0.0112
Inverter | 2 | 0.0168
Tap cell | 2542 | 3.57
metal layers:
| metal | global-route usage (%) | up-vias | share of wire (%) |
|---|---|---|---|
| met1 | 28.7 | 20800 | 34 |
| met3 | 16.2 | 404 | 16 |
| met2 | 33.4 | 2492 | 46 |
| met5 | 1.12 | - | 0.099 |
| met4 | 6.96 | 8 | 3.8 |
| li1 | - | 17900 | - |
synthesized netlist by cell type (4+ instances only):
| library cell | n |
|---|---|
| or4_1 | 15 |
| a2111oi_0 | 15 |
| nor2b_1 | 8 |
| and2_1 | 5 |
| or4b_1 | 14 |
| nor3_1 | 22 |
| mux2_2 | 147 |
| and3_1 | 85 |
| a221oi_1 | 175 |
| o22ai_1 | 93 |
| buf_2 | 83 |
| nor4_1 | 14 |
| nand2b_1 | 18 |
| buf_4 | 8 |
| buf_1 | 33 |
| a21oi_1 | 121 |
| nor2_1 | 145 |
| clkbuf_1 | 168 |
| o2bb2ai_1 | 15 |
| nand3_1 | 54 |
| a221o_1 | 15 |
| or3_1 | 4 |
| a22o_1 | 66 |
| a22oi_1 | 188 |
| a31oi_1 | 43 |
| mux2i_1 | 259 |
| mux4_2 | 96 |
| nand2_1 | 28 |
| o22a_1 | 70 |
| a211oi_1 | 17 |
| a222oi_1 | 16 |
| o221ai_1 | 6 |
| o21ai_0 | 84 |
| edfxtp_1 | 2048 |
cell usage in the layout, fill, tap and decap left out, types with 27 or more instances in the layout:
| cell | Yosys | final |
|---|---|---|
| clkinv_1 | 0 | 41 |
| nor2_1 | 145 | 77 |
| mux2_2 | 147 | 147 |
| nand2_1 | 28 | 27 |
| clkbuf_1 | 168 | 48 |
| buf_2 | 83 | 32 |
| mux4_2 | 96 | 96 |
| a31oi_1 | 43 | 43 |
| a221oi_1 | 175 | 175 |
| nor2_4 | 0 | 67 |
| o22ai_1 | 93 | 93 |
| nand3_1 | 54 | 53 |
| a22oi_1 | 188 | 188 |
| clkbuf_16 | 0 | 204 |
| mux2i_1 | 259 | 259 |
| clkdlybuf4s50_1 | 0 | 36 |
| clkinv_2 | 0 | 38 |
| and3_1 | 85 | 85 |
| edfxtp_1 | 2048 | 2048 |
| buf_4 | 8 | 193 |
| a21oi_1 | 121 | 121 |
| o22a_1 | 70 | 70 |
| a22o_1 | 66 | 66 |
| o21ai_0 | 84 | 84 |
stage by stage:
| step | instance area [µm²] | power, mW |
|---|---|---|
| floorplan | 78300 | 1.89 |
| global placement | 82800 | 1.98 |
| detailed placement | 82800 | 1.99 |
| CTS | 89200 | 3.34 |
| global route | 89200 | 3.41 |
| finish | 89200 | 3.32 |
Power and IR drop assume default switching activity.
