**flow/config.mk**
```make
export PLATFORM = sky130hd
export DESIGN_NAME = imem
export DESIGN_NICKNAME = imem
export VERILOG_FILES = /design/flow/design.v
export SDC_FILE = /design/flow/constraint.sdc
export NUM_CORES = 4
export LEC_CHECK = 1
export CORE_AREA = 10 10 70 70
export DIE_AREA = 0 0 80 80
```
**flow/constraint.sdc**
```tcl
current_design imem

set clk_period 1.6
set clk_io_pct 0.2

create_clock -name clk0 -period $clk_period

set non_clock_inputs [all_inputs -no_clocks]
set_input_delay [expr $clk_period * $clk_io_pct] -clock clk0 $non_clock_inputs
set_output_delay [expr $clk_period * $clk_io_pct] -clock clk0 [all_outputs]
```
**flow/design.v**
```verilog
`timescale 1ns / 1ps
module imem(
    input logic [31:0] a,
    output logic [31:0] rd
    );
    logic [31:0] RAM[63:0];
    initial
        begin
            RAM[6'd0] = 32'h00500113;
            RAM[6'd1] = 32'h00C00193;
            RAM[6'd2] = 32'hFF718393;
            RAM[6'd3] = 32'h0023E233;
            RAM[6'd4] = 32'h0041F2B3;
            RAM[6'd5] = 32'h004282B3;  
            RAM[6'd6] = 32'h02728863;
            RAM[6'd7] = 32'h0041A233;
            RAM[6'd8] = 32'h00020463;
            RAM[6'd9] = 32'h00000293;
            RAM[6'd10] = 32'h0023A233;
            RAM[6'd11] = 32'h005203B3;
            RAM[6'd12] = 32'h402383B3;
            RAM[6'd13] = 32'h0471AA23;
            RAM[6'd14] = 32'h06002103;
            RAM[6'd15] = 32'h005104B3;
            RAM[6'd16] = 32'h008001EF;
            RAM[6'd17] = 32'h00100113;
            RAM[6'd18] = 32'h00910133;
            RAM[6'd19] = 32'h0221A023;
            RAM[6'd20] = 32'h00210063;
        end
    assign rd = RAM[a[31:2]];
endmodule
```
**flow/run.sh**
```bash
#!/bin/bash
# OpenROAD 26Q1-2900-gdf79404cd8, Yosys 0.63+post, stock flow scripts
make -C /OpenROAD-flow-scripts/flow DESIGN_CONFIG=/design/flow/config.mk WORK_HOME=/design/flow/orfs finish
```
==> reports/qor.yml <==
status: "finished, violations left"
violations: "negative setup slack"
place_hpwl_um: 2190
fin_ws_ps: -121
antenna_found_initial: 0
core_um2: 3420
cp_max_fo: 4
endpoint_kind: "output port"
fill_cells: 281
fp_util_pct: 20.2
globalRouteTotalUtil_pct: 10.8
io_buffers: 33
chipArea_um2: 6400
cp_data_required_time_ps: 1280
final_cells: 231
max_freq_mhz: 581
fin_area_um2: 1780
fin_crit_ps: 1720
die_x_um: 80
ys_cells: 110
crit_chain: "buf_8, buf_6, buf_12, buf_12, ha_4, buf_6, mux2i_2, nor3_2, buf_2"
grt_pass1_wl_um: 5720
crit_path_max_incr_delay_ps: 170
holdCritPathClass: "in -> out"
drt_iter0_markers: 65
grt_pass1_vias: 1141
top_cell_area_share_pct: 10.9
start_kind: "input pin"
rsz0062_at_grt: "true"
place.gp.congestion: 0.910
wl_per_cell_um: 16.1
power.density_nw_per_um2: 266
netlist_instances: 110
drt_wl_total_um: 3730
netlist_top_cells_count: "a21oi_1, nand2_1, buf_4, o21ai_0"
place_area_um2: 1190
pin_count: 64
yosysChipArea_um2: 691
area_leaders: "buf_4, ha_1, a21oi_1"
die_height_um: 80
ant_nets: 0
tool_warnings: 66
crit_cells: 9
drcViolationCount: 0
finalPower_uw: 473
hold_depth: 4
top_area_cell: "buf_4"
hold_buffers: 0
finalSetupViolCount: 13
nClkBuffers: 0
ys_warn_count: 1
firstDrtPassIters: 4
grt-ovfl-total: 0
ys_seq_share_pct: 0
fp-row-count: 21
finalHoldViolCount: 0
utilization_pct: 52.0
worst-path-buf-inv: 6
crit_family: "buffers and inverters"
p_leak_nw: 0.874
cap_violations: 0
cpMaxStageDelayCell: "ha_4"
period_used_pct: 108
ys_types: 36
register_area_um2: 0
flops: 0
grt_max_degree: 13
avgSynthCellArea_um2: 6.28
layout-drive-gt1-share_pct: 74.1
cp.arrival_ps: 1400
placedCellCount: 201
ir_drop_mv: 0.114
diodes: 0
synthesis.area_um2: 691
vias: 1119
drt-vias-per-instance: 4.84
slew_viol_final: 0
area_delta_synth_final_pct: 157
tns_ps: -953
worstSetupPathType: "in -> out"
logic make-up after synthesis:
logic type               Yosys count  share of synthesized area, %
AND-OR/OR-AND                     37                          34.8
AND/OR/NAND/NOR                   41                          31.0
buffers and inverters             23                          20.8
other                              2                          1.09
multiplexers                       1                          1.45
adder cells (fa/ha/maj)            6                          10.9
worst min-delay path: stages:
cell    delay (ps)
buf_6           90
buf_6          120
nor3_2          40
buf_2          100
final timing paths:
path / startpoint / end / slack [ps]
max: a[3] / rd[10] / -120
min: a[6] / rd[10] / 990
layout make-up:
class	instances	area (um^2)	share of cell area, %
well taps	46	57.6	3.24
multi-input cells	89	856	48.2
inverters	7	46.3	2.61
repair buffers	89	816	45.9
power breakdown:
part           leakage, nW  internal [mW]  switching (mW)
registers                0              0               0
clock network            0              0               0
logic                0.874          0.268           0.205
total                0.874          0.268           0.205
stage by stage:
stage / setup slack (ps) / hold slack [ps]
global route: -170 / 1020
global placement: -969 / 1800
detailed placement: -1010 / 1800
floorplan: 110 / 752
finish: -121 / 990
CTS: -167 / 991
placed cells by master, fill, tap and decap left out, drive strengths merged, types with 2 or more instances in the layout:
master,count
buf,75
nand2,12
a21oi,11
o21ai,8
inv,7
ha,6
nor2b,6
clkbuf,5
nor2,5
nand3,5
conb,4
dlygate4sd2,4
nor3,4
a22oi,3
or2,2
o22ai,2
o211ai,2
clkdlybuf4s15,2
dlymetal6s2s,2
and2b,2
nand2b,2
o311ai,2
metal layers:
layer / vias up / wire, um / global-route usage, % / part of all wire, %
li1: 537 / - / - / -
met1: 529 / 1600 / 13.5 / 43
met2: 45 / 1790 / 18.4 / 48
met3: 8 / 261 / 2.16 / 7.0
met4: 0 / 74 / 2.82 / 2.0
met5: - / 0 / 0 / 0
timing repair:
item	4_1_cts	5_1_grt
setup endpoints to repair	28	21
setup buffers	24	8
gates cloned	2	0
pin swaps	35	26
resized	170	38
Power and IR drop assume default switching activity.
