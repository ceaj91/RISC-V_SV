$ cat flow/config.mk
export PLATFORM = sky130hd
export DESIGN_NAME = alu
export DESIGN_NICKNAME = alu
export VERILOG_FILES = /design/flow/design.v
export SDC_FILE = /design/flow/constraint.sdc
export NUM_CORES = 4
export LEC_CHECK = 1
export CORE_UTILIZATION = 30
$ cat flow/constraint.sdc
current_design alu

set clk_period 23.6
set clk_io_pct 0.2

create_clock -name clk0 -period $clk_period

set non_clock_inputs [all_inputs -no_clocks]
set_input_delay [expr $clk_period * $clk_io_pct] -clock clk0 $non_clock_inputs
set_output_delay [expr $clk_period * $clk_io_pct] -clock clk0 [all_outputs]
$ cat flow/design.v
`timescale 1ns / 1ps
module alu(input logic [31:0] SrcA,SrcB,
           input logic [2:0] ALUControl,
           output logic [31:0] ALUResult,
           output logic Zero
    );
    logic signed [31:0]arithmetic_shift_right;
    assign arithmetic_shift_right = $signed(SrcA) >>>  SrcB[4:0];
    always_comb
        case(ALUControl)
            3'b000:ALUResult = signed'(SrcA) + signed'(SrcB);
            3'b001:ALUResult = signed'(SrcA)-signed'(SrcB);
            3'b010:ALUResult = SrcA & SrcB;
            3'b011:ALUResult = SrcA | SrcB;
            3'b100:ALUResult = SrcA ^ SrcB;
            3'b101:if(signed'(SrcA) < signed'(SrcB))
                        ALUResult = 32'd1;
                    else
                        ALUResult = 32'd0;
            3'b110: ALUResult = SrcA >> SrcB[4:0];
            3'b111: ALUResult = SrcA << SrcB[4:0];
            default : ALUResult = 32'bx;
        endcase
     always_comb
        if(ALUResult === 32'd0)
            Zero = 1'b1;
        else
            Zero = 1'b0;
endmodule
$ cat flow/run.sh
#!/bin/bash
# OpenROAD 26Q1-2900-gdf79404cd8, Yosys 0.63+post, stock flow scripts
make -C /OpenROAD-flow-scripts/flow DESIGN_CONFIG=/design/flow/config.mk WORK_HOME=/design/flow/orfs finish
==> datasheet_impl.txt <==
Physical implementation characteristics

Parameter                              Value

Pwr
  Leakage power total .................. 4.455 nW
  Part of the power in combinational logic .................. 100.0%
  Clock share of power .................. 0%
  Peak supply drop .................. 0.008440 mV
  Internal cell power .................. 0.1111 mW
  Switching power as a share of total power .................. 61.74%
  P_sw .................. 0.1793 mW
  Register share of total power .................. 0%
  Power per Cell Area .................. 26.75 mW/mm²
  Pwr Total .................. 0.2904 mW

Synth
  Post-synthesis instance area .................. 0.009578 mm²
  Cell taking the most area after synthesis .................. ha_1
  Yosys chip area .................. 0.009578 mm²
  Count of different cell masters after synthesis .................. 81
  Ys Warns .................. 1
  Top cell type's share of synthesized area .................. 12.67%
  Total cells reported by yosys after synthesis .................. 1374
  Synthesized area divided by synthesized cell count .................. 6.971 µm²
  Largest cells by area after synthesis .................. ha_1 13%, mux4_2 9.6%, a21oi_1 6.2%
  Gate count after technology mapping .................. 1374
  Sequential element share of the synthesized area .................. 0%

STA
  Transition time at the pin with the least slew margin .................. 1054 ps
  Endpoints failing setup .................. 0
  Total Negative Setup Slacks .................. 0 ps
  Count of final hold-check violations .................. 0
  Setup repair after global routing missed its margin .................. no
  Final period utilization .................. 62.72%
  Remaining max-slew budget at the tightest pin .................. 29.58%
  Worst hold slack .................. 10740 ps
  Number of pins exceeding their max-slew limit in the final report .................. 0
  Final worst path period need .................. 14800 ps
  Maximum clock rate .................. 0.06756 GHz

Job
  Tool warnings .................. 97
  Max-cap viol count .................. 0

Worst setup path
  Sort of element at the end of the critical path .................. output pin
  Max stage delay on crit path .................. 930 ps
  Critical path required time .................. 18880 ps
  Worst-path fanout max .................. 13
  Family with the most delay on the worst path .................. buffers and inverters
  Worst endpoint data arrival time .................. 10080 ps
  Total buffers and inverters traversed by the critical path .................. 4
  Highest-delay cell along the critical path .................. clkdlybuf4s50_1
  Cells along the critical path .................. clkdlybuf4s50_1, inv_1, ha_1, inv_1, a21oi_1, o31ai_1, a2111o_1, o21ai_0, a211o_1, nor4_2, nand4bb_1, nor4b_2, nand4bb_1, nor4b_2, clkdlybuf4s50_1
  Type of the setup path with the least slack .................. in -> out
  Critical path launch point type .................. input port

Place
  Placed wire-length estimate after detailed placement .................. 42.32 mm
  Quantity of I/O buffers inserted on ports .................. 100
  Gp weighted congestion .................. 1.040

Layout
  Register area .................. 0 µm²
  Share of cells above drive strength 1 .................. 9.117%
  Leading cell types in the layout, fill and taps excluded .................. 138 x nand2_1, 131 x nor2_1, 119 x a21oi_1, 106 x inv_1, 97 x ha_1
  Most common library cell in the layout ignoring fill and taps .................. nand2_1
  Number of flip-flops and latches .................. 0
  Clk_buf instances .................. 0
  Signed area change from the synthesized netlist to the final layout .................. 13.31%

Die
  Top-level port count .................. 100
  Cell Rows .................. 65
  Chip height .................. 180.7 µm
  Pre-Place Util .................. 30.43%
  Die span in x .................. 180.7 µm
  Core ar. .................. 0.03147 mm²
  Die area .................. 0.03265 mm²

Clock tree
  Post-CTS repair timing setup buffer count .................. 0
  CTS hold repair buffers .................. 0
  Number of cells upsized or downsized after cts .................. 0

Drt
  Antenna-violating nets left .................. 0
  Final wirelength .................. 52.91 mm
  Ant. Diodes .................. 0
  Routed vias/inst .................. 6.507
  Iter 0 DRT Violations .................. 1438
  Average wire per cell in the routed design .................. 29.30 µm
  Count of vias placed by the detailed router .................. 11752
  Iteration count of the initial detailed-routing pass .................. 7
  DRC violation count after routing .................. 0

Hold path
  Class of the tightest hold or removal check .................. in -> out

Global routing
  Pin count of the biggest net entering global routing .................. 54
  Number of global-route vias before repair .................. 11008
  Number of antenna violations at the first check in global routing .................. 1
  Aggregate global routing overflow .................. 0
  Total routing resource utilization after global routing .................. 32.60%
  Global-route wire length before repair .................. 77.27 mm

Outcome
  Status .................. finished clean
## power groups by stage
stage	logic, mW	clock network [mW]	registers (mW)
CTS	0.283	0	0
global route	0.307	0	0
finish	0.290	0	0
## worst paths after layout
path,cells past startpoint,slack [ps],from,to
min,6,10740,SrcB[3],Zero
max,15,8800,SrcA[8],Zero
## synthesized netlist by cell type (17+ instances only)
library cell	instances
nor2_1	131
mux4_2	41
o31ai_1	17
a21oi_1	119
o211ai_1	25
nor2b_1	18
o21ai_0	86
mux2i_1	55
inv_1	106
ha_1	97
a21o_1	17
mux2_2	23
nor4_1	18
buf_2	25
a211oi_1	26
clkbuf_1	64
nand3_1	31
nand2_1	138
xnor2_1	24
nor3_1	31
## logic make-up (layout without fill, tap and decap cells)
kind of cell	after synthesis	count (layout)	share of synthesized area, %
adder cells (fa/ha/maj)	99	99	13.09
multiplexers	129	129	20.84
AND/OR/NAND/NOR	446	446	22.19
buffers and inverters	222	252	9.954
AND-OR/OR-AND	454	454	31.73
XOR/XNOR	24	24	2.195
## final cells by class
type | count | area (µm²)
well taps | 402 | 503.0
fillers | 3418 | 20620
inverters | 108 | 405.4
multi-input cells | 1152 | 8636
repair buffers | 144 | 1309
## layer usage
layer	wire [µm]	GRT usage [%]
met3	4968	6.307
met1	22670	47.07
met2	23210	49.33
met4	2046	9.915
met5	12	0
## per-stage QoR
step	utilization, %	setup WS, ps	instance area (µm²)	std cells
finish	34.48	8799	10850	1806
global route	34.48	8515	10850	1806
CTS	34.48	8850	10850	1806
detailed placement	34.48	8868	10850	1806
global placement	34.48	8887	10850	1806
floorplan	-	9935	9578	1374
Power figures rest on the tool's default switching activity, not on a simulated workload.
